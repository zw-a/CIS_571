### flow/design.v
`timescale 1ns / 1ps
`default_nettype none
module gp1(input wire a, b,
          output wire g, p);
          assign g = a & b;
          assign p = a | b;
endmodule
module gp4(input wire [3:0] gin, pin,
           input wire cin,
           output wire gout, pout,
           output wire [2:0] cout);
  assign gout = gin[3]|(gin[2] & pin[3])|(gin[1] & pin[3] & pin[2])|(gin[0] & pin[3] & pin[2] & pin[1]);
  assign pout =(& pin);
  assign cout[0] = gin[0] | (cin & pin[0]);
  assign cout[1] = gin[1] | (pin[1] & gin[0]) | (pin[1] & pin[0] & cin);
  assign cout[2] = gin[2] | (pin[2] & gin[1]) | (pin[2] & pin[1] & gin[0]) | (pin[2] & pin[1] & pin[0] & cin);
endmodule
module cla16
  (input wire [15:0]  a, b,
   input wire         cin,
   output wire [15:0] sum);
  wire [15:0] g,p;
  wire gw30, gw74, gw118, gw1512, pw30, pw74, pw118, pw1512;
  wire [16:1] c;
  genvar i;
  for (i=0; i<16; i=i+1) begin
      gp1 pg(
     .a(a[i]),
     .b(b[i]),
     .g(g[i]),
     .p(p[i]));
    end
  gp4 towin(
  .gin({g[3:0]}),
  .pin({p[3:0]}),
  .cin(cin),
  .gout(gw30),
  .pout(pw30),
  .cout(c[3:1]));
  assign c[4] = gw30 | pw30 & cin;
  gp4 win74(
  .gin({g[7:4]}),
  .pin({p[7:4]}),
  .cin(c[4]),
  .gout(gw74),
  .pout(pw74),
  .cout(c[7:5]));
  assign c[8] = gw74 | pw74 & c[4];
  gp4 win118(
  .gin({g[11:8]}),
  .pin({p[11:8]}),
  .cin(c[8]),
  .gout(gw118),
  .pout(pw118),
  .cout(c[11:9]));
  assign c[12] = gw118 | pw118 & c[8];
  gp4 win151(
  .gin({g[15:12]}),
  .pin({p[15:12]}),
  .cin(c[12]),
  .gout(gw1512),
  .pout(pw1512),
  .cout(c[15:13]));
  assign c[16] = gw1512 | pw1512 & c[12];
  genvar h;
  for (h=1; h<16; h=h+1) begin
    assign sum[h] = a[h]^b[h]^c[h];
  end
  assign sum[0] = a[0]^b[0]^cin;
  endmodule
module gpn
  #(parameter N = 4)
  (input wire [N-1:0] gin, pin,
   input wire  cin,
   output wire gout, pout,
   output wire [N-2:0] cout);
  assign gout = gin[N-1] | (gin[N-2] & pin[N-1]);
  assign pout = pin[0];
  genvar i;
  for (i = 0; i < N-2; i=i+1) begin
    assign cout[i] = gin[i] | (pin[i] & gin[i+1]) | (pin[i] & pin[i+1] & cin);
  end
endmodule
### flow/run.sh
#!/bin/bash
# OpenROAD 26Q1-2900-gdf79404cd8, Yosys 0.63+post, stock flow scripts
make -C /OpenROAD-flow-scripts/flow DESIGN_CONFIG=/design/flow/config.mk WORK_HOME=/design/flow/orfs finish
### flow/config.mk
export PLATFORM = sky130hd
export DESIGN_NAME = cla16
export DESIGN_NICKNAME = cla16
export VERILOG_FILES = /design/flow/design.v
export SDC_FILE = /design/flow/constraint.sdc
export NUM_CORES = 4
export LEC_CHECK = 1
export CORE_AREA = 10 10 72 72
export DIE_AREA = 0 0 82 82
### flow/constraint.sdc
current_design cla16

set clk_period 6.0
set clk_io_pct 0.2

create_clock -name clk0 -period $clk_period

set non_clock_inputs [all_inputs -no_clocks]
set_input_delay [expr $clk_period * $clk_io_pct] -clock clk0 $non_clock_inputs
set_output_delay [expr $clk_period * $clk_io_pct] -clock clk0 [all_outputs]
==> impl_metrics.tcl <==
# place-and-route summary
set metrics [dict create \
    status "complete, no violations" \
    max_cap_viol_count 0 \
    netlist_area_sq_um 999.7 \
    fp.coreArea_sq_um 3689 \
    setup.worst_path.start "a[1]" \
    grt_antenna_before_repair 0 \
    dp_cells 223 \
    yosysWarningCount 0 \
    syn_area_per_cell_sq_um 7.934 \
    openroad.warnings 51 \
    cp_common_cell "clkdlybuf4s50_1" \
    flops 0 \
    end_kind "primary output" \
    grt-ovfl-total 0 \
    nClkBuffers 0 \
    drtIter0Drc 2 \
    regArea_sq_um 0 \
    via_count 869 \
    leakagePower_nw 0.7867 \
    start_kind "primary input" \
    rsz0062_at_grt "no" \
    drc 0 \
    grt_start_max_net_pins 4 \
    cts_resized 0 \
    crit_slowest_cell "clkdlybuf4s50_1" \
    fillers 355 \
    relSlewSlack 0.7509 \
    worst_pin_slew_ns 0.3714 \
    port_buffers 49 \
    power_per_cell_area_nw_per_um2 86.35 \
    topCellsByArea "ha_1, inv_1, fa_1" \
    grt_pass1_vias 897 \
    place_ws_ns 0.7785 \
    die_w_microns 82 \
    cts-hold-fix-buffers 0 \
    finalMaxSlewViolations 0 \
    io_pins 49 \
    grtUsageTotal 0.06275 \
    whs_ns 3.468 \
    cpPeakStageDelay_ns 0.45 \
    hpwl_microns 2121 \
    placed_area_sq_um 1550 \
    peakVddDrop_mv 0.02829 \
    critPathBufInv 3 \
    setup_viol 0 \
    placementRows 22 \
    post-cts-setup-buffers 0 \
    required_ns 4.80 \
    synth_cell_type_count 26 \
    ys_area_sq_um 999.7 \
    fin_ws_ns 0.8310 \
    hp-start "b[13]" \
    dieArea_sq_um 6724 \
    initial_utilization 0.2710 \
    cp_top_family "buffers and inverters" \
    wl_per_cell_microns 9.843 \
    vias_per_cell 3.897 \
    yosys_cells 126 \
    period_minus_slack_ns 5.169 \
    firstDrtPassIters 2 \
    syn_inst 126 \
    holdCritPathClass "primary input to primary output" \
    yosys.area.top_type "ha_1" \
    wirelength_microns 2195 \
    grt_pass1_wl_microns 3608 \
    gp_congestion 0.7660 \
    drtAntennaViolNets 0 \
    fmax_ghz 0.1935 \
    min_to "sum[13]" \
    seq_area_frac_synth 0 \
    die_y_microns 82 \
    n_antenna_cell 0 \
    hold_violations 0 \
    final_area_sq_um 1550 \
    path_class "primary input to primary output" \
    path_max_fanout 3 \
    area_delta_synth_final_pct 55.07 \
    yosys.area.top_type_share 0.3755 \
    final_cell_count_no_fill 223 \
    layout-drive-gt1-share 0.05714 \
    critPathArrivalTime_ns 3.97 \
    finalSetupTns_ns 0 \
    min_path_cells 5 \
    path_cells "clkdlybuf4s50_1 -> ha_1 -> nor3b_1 -> nor3_2 -> a21oi_1 -> or3_4 -> a21boi_0 -> fa_1 -> inv_1 -> clkdlybuf4s50_1" \
    logic_area_sq_um 842.1 \
    period_used_share 0.8615 \
]
layer usage:
| metal | vias to the layer above | global-route usage | routed length, microns |
|---|---|---|---|
| met5 | - | 0 | 0 |
| met4 | 0 | 0 | 0 |
| met3 | 0 | 0.01101 | 138 |
| met2 | 19 | 0.1191 | 1158 |
| met1 | 367 | 0.07592 | 897 |
| li1 | 483 | - | - |
worst max path at each step:
stage            end  depth (start not counted)
finish        sum[8]                         10
global route  sum[8]                         11
CTS           sum[8]                         10
cells by family (layout without fill, tap and decap cells):
logic type	count (synthesis)	after routing	share of synthesized area
AOI/OAI and AO/OA	20	20	0.1615
adders and majority gates	34	34	0.4556
buffers and inverters	42	91	0.1577
xor gates and xnor gates	13	13	0.1139
and+or+nand+nor	17	17	0.1114
cell usage after synthesis, drive strengths merged:
cell      n
nor3b     1
nor2b     4
o21bai    3
a21oi     6
xnor2     9
or2       1
a211oi    1
a31oi     1
nor2      3
fa        4
o31ai     1
a2111oi   1
a21o      1
nor3      4
or3       1
a221o     1
ha       30
and2      1
xor2      4
inv      42
nand2     2
o21ai     3
a21boi    2
where the power goes:
group / internal (mW) / total (mW) / switching (mW) / leakage [nW]
registers: 0 / 0 / 0 / 0
logic: 0.0887 / 0.134 / 0.0452 / 0.787
clock network: 0 / 0 / 0 / 0
layout make-up:
class,count,area share
multi-input cells,84,0.5432
repair buffers,49,0.3164
inverters,42,0.1017
well taps,48,0.03874
placed cells by master (no fill, tap or decap):
cell type and instances:
a21oi_1 5, fa_1 4, a211oi_1 1, and2_2 1, a21boi_0 2, clkdlybuf4s50_1 49, nand2_1 2, or3_4 1
a21o_1 1, a221o_1 1, o21bai_1 3, nor2b_1 4, o21ai_2 1, xor2_1 4, a2111oi_4 1, nor3b_1 1
nor3_1 1, nor2_1 3, a31oi_1 1, o21ai_0 2, nor3_2 3, xnor2_1 9, or2_2 1, a21oi_2 1
o31ai_2 1, inv_1 42, ha_1 30
through the flow:
stage | util | total power [mW]
global placement | 0.4203 | 0.1372
global route | 0.4203 | 0.1512
detailed placement | 0.4203 | 0.1377
floorplan | - | 0.05652
finish | 0.4203 | 0.1339
CTS | 0.4203 | 0.1388
Power and IR drop assume default switching activity.
