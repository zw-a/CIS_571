`flow/config.mk`:
```
export PLATFORM = sky130hd
export DESIGN_NAME = lc4_divider
export DESIGN_NICKNAME = lc4_divider
export VERILOG_FILES = /design/flow/design.v
export SDC_FILE = /design/flow/constraint.sdc
export NUM_CORES = 4
export LEC_CHECK = 1
export CORE_UTILIZATION = 50
```
`flow/constraint.sdc`:
```
current_design lc4_divider

set clk_period 108.0
set clk_io_pct 0.2

create_clock -name clk0 -period $clk_period

set non_clock_inputs [all_inputs -no_clocks]
set_input_delay [expr $clk_period * $clk_io_pct] -clock clk0 $non_clock_inputs
set_output_delay [expr $clk_period * $clk_io_pct] -clock clk0 [all_outputs]
```
`flow/run.sh`:
```
#!/bin/bash
# OpenROAD 26Q1-2900-gdf79404cd8, Yosys 0.63+post, stock flow scripts
make -C /OpenROAD-flow-scripts/flow DESIGN_CONFIG=/design/flow/config.mk WORK_HOME=/design/flow/orfs finish
```
`flow/design.v`:
```
`timescale 1ns / 1ps
`default_nettype none
module lc4_divider(input  wire [15:0] i_dividend,
                   input  wire [15:0] i_divisor,
                   output wire [15:0] o_remainder,
                   output wire [15:0] o_quotient);
          genvar i;
          wire [15:0]temp_dvd [16:0];assign temp_dvd[0] = i_dividend;
          wire [15:0]temp_rmd [16:0];assign temp_rmd[0] = 16'b0; 
          wire [15:0]temp_qot [16:0];assign temp_qot[0] = 16'b0;
          for(i=0;i<16;i=i+1)
          begin
              lc4_divider_one_iter one(.i_divisor(i_divisor), .i_dividend(temp_dvd[i]),.i_remainder(temp_rmd[i]),.i_quotient(temp_qot[i]),.o_dividend(temp_dvd[i+1]),.o_remainder(temp_rmd[i+1]),.o_quotient(temp_qot[i+1]));
          end
          assign o_remainder = (i_divisor == 0)?16'b0:temp_rmd[16];
          assign o_quotient = (i_divisor == 0)?16'b0:temp_qot[16];
endmodule
module lc4_divider_one_iter(input wire [15:0] i_dividend,
                            input wire [15:0] i_divisor,
                            input wire [15:0] i_remainder,
                            input wire [15:0] i_quotient,
                            output wire [15:0] o_dividend,
                            output wire [15:0] o_remainder,
                            output wire [15:0] o_quotient);
              wire [15:0] temp_r;assign temp_r = (i_remainder<<1)|((i_dividend>>15)&16'b1);         
              wire [15:0] mid_v; assign mid_v = temp_r < i_divisor;
              assign o_quotient = mid_v[0]?(i_quotient<<1):((i_quotient<<1)|16'b1);
              assign o_remainder = mid_v[0]?temp_r:(temp_r - i_divisor);
              assign o_dividend = i_dividend <<1;
endmodule
```
==> qor.yml <==
outcome:
  outcome: "finished clean"
detailed_routing:
  wl_per_cell_um: 19.9
  avgViaCountPerCell: 6.28
  wl_met1_um: 21400
  antenna_cells: 0
  drt-initial-drc-count: 1058
  num_vias: 14800
  dr_wl_met3_um: 3360
  postRouteAntennaNets: 0
  met2_length_um: 20400
  drtPass1Iterations: 26
  drt-total-wl_um: 46800
  route.detailed.drc: 0
  top_layer: "met4"
global_route:
  first_global_vias: 13400
  grt_overflow_total: 0
  track_usage_pct: 34.1
  grt_antenna_before_repair: 0
  grt_max_degree: 31
  grt_first_pass_wirelength_um: 73400
cells_and_area:
  utilization_pct: 55.6
  seq_area_um2: 0
  finalInstanceArea_um2: 14600
  drive_gt1_share_pct: 5.54
  clkbuf_count: 0
  design.seq.count: 0
  syn_to_final_growth_pct: 8.69
final_timing:
  fmax_mhz: 12.2
  period_needed_ps: 81820
  rsz0062_at_grt: "false"
  report.final.slew_viol_count: 0
  final.setup.tns_ps: 0
  finalSetupViolations: 0
  tightest_slew_ps: 847
  slew_headroom_pct: 43.6
  hold_viol: 0
  post-route-period-util_pct: 75.8
  timing.hold.ws_ps: 44180
job:
  warning_count: 32
  drv_cap: 0
synth:
  yosysSeqAreaShare_pct: 0
  netlist.top_cell.by_area: "ha_1"
  synthAdderAreaFrac_pct: 24.7
  yosysChipArea_um2: 13400
  aoi_share_pct: 35.6
  top_cell: "ha_1"
  ys_cells: 1966
  mappedNetlistArea_um2: 13400
  logic_family: "AND-OR/OR-AND gates"
  synth_warnings: 1
  netlist_instances: 1966
  top_cells_by_area: "ha_1 22%, a21oi_1 6.7%, xnor2_1 6.1%"
  synthMuxAreaShare_pct: 3.15
  common_cells: "241 x ha_1, 198 x nor2_1, 183 x nand2_1, 179 x a21oi_1, 125 x o21ai_0"
  yosys.area.top_type_share_pct: 22.5
  synth.distinct_cells: 88
  simple_gate_share_pct: 22.0
  syn_area_per_cell_um2: 6.82
  xor_area_share_pct: 9.80
worst_setup_path:
  startpoint_type: "input port"
  crit_required_ps: 86400
  critPathKind: "in -> out"
  critPathSlowestCell: "a41o_1"
  cpPeakStageDelay_ps: 700
  crit_fanout: 24
  arrival_ps: 60220
  crit_path_frequent_cell: "a21oi_1"
  end_kind: "output pin"
clock_tree:
  cts_setup_buffers: 0
  ctsResizeCount: 0
  ctsHoldBuffers: 0
floorplanning:
  coreArea_um2: 26200
  fp_util_pct: 51.2
  io_pins: 64
  die_w_um: 166
  die_y_um: 166
  chipArea_um2: 27500
  row_count: 59
placement:
  dpl.hpwl_um: 36700
  gp_congestion: 1.01
  postPlaceCellArea_um2: 14600
  port_buffers: 64
min_path:
  worst_hold_path_type: "in -> out"
## path summary, 6_finish.rpt
kind          start               to  slack (ps)  cells after the start
max    i_divisor[9]  o_remainder[14]       26180                    133
min   i_dividend[0]   o_remainder[0]       44180                      4
## logic make-up after synthesis
logic type	after synthesis
compound gates	723
simple gates	632
fa+ha+maj	256
buf+inv	165
xor+xnor	150
mux	39
other cells	1
## cells in the final DEF (no fill, tap or decap), types with 39 or more instances in the layout
cell,count
nor3_1,70
o21a_1,53
a211oi_1,39
ha_1,241
xor2_1,57
xnor2_1,93
inv_1,118
o21ai_0,125
nand2_1,183
clkdlybuf4s50_1,64
nor2_1,198
a21o_1,65
a21oi_1,179
## per-layer routing
layer	up-vias	track usage [%]
met3	83	4.18
li1	7465	-
met5	-	0
met4	0	9.71
met1	6735	49.1
met2	518	53.7
## worst max-delay path: cells and delay by family
| family | cells | cell delay [ps] |
|---|---|---|
| xor gates and xnor gates | 1 | 60 |
| adders and majority gates | 15 | 5200 |
| buffers and inverters | 11 | 2520 |
| AOI/OAI and AO/OA | 76 | 21420 |
| and+or+nand+nor | 24 | 7110 |
| muxes | 6 | 2230 |
## cell type report
type	count	area, um^2
fillers	2576	11600
well taps	335	419
repair buffers	95	873
multi-input cells	1807	12800
inverters	121	454
## stage by stage
stage	instances	setup WS, ps
6_report	2358	26180
4_1_cts	2358	26680
5_1_grt	2358	22910
3_5_place_dp	2358	26840
2_1_floorplan	1972	31770
3_3_place_gp	2358	27350
